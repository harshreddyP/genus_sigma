==> /design/flow/design.v <==
module xbar # (
	parameter DATA_TYPE = 16,
	parameter NUM_PES = 4,
	parameter INPUT_BW = 4,
	parameter LOG2_PES = 2) (
	clk,   
	rst,
	i_data_bus,  
	i_mux_bus,  
	o_dist_bus  
);
	input clk;
	input rst;
	input [INPUT_BW*DATA_TYPE-1 : 0] i_data_bus;
	input [LOG2_PES * NUM_PES -1 : 0] i_mux_bus;
	output reg [NUM_PES * DATA_TYPE -1 : 0] o_dist_bus;
	wire [NUM_PES * DATA_TYPE -1 : 0] w_dist_bus;
	genvar i;
	generate
		for (i=0; i < NUM_PES; i=i+1) begin : gen_out
			mux # (
				.DATA_TYPE(DATA_TYPE),
				.INPUT_BW(INPUT_BW),
				.SEL_SIZE(LOG2_PES)) my_mux (
				.clk(clk),
				.rst(rst),
				.i_data_bus(i_data_bus),
				.i_mux_sel(i_mux_bus[i*LOG2_PES+:LOG2_PES]),
				.o_dist(w_dist_bus[i*DATA_TYPE+:DATA_TYPE])
			);
		end   
	endgenerate
	always @ (posedge clk) begin
		o_dist_bus = w_dist_bus;
	end
endmodule
module mux # (
	parameter DATA_TYPE = 16,
	parameter INPUT_BW = 128,
	parameter SEL_SIZE = 7) (
	clk,
	rst,
	i_data_bus,
	i_mux_sel,
	o_dist
);
	input clk;
	input rst;
	input [INPUT_BW*DATA_TYPE-1 : 0] i_data_bus;
	input [SEL_SIZE-1 : 0] i_mux_sel;
	output reg [DATA_TYPE-1 : 0] o_dist;
	always @ (*) begin
		o_dist = i_data_bus[i_mux_sel*DATA_TYPE+:DATA_TYPE];
	end
endmodule
==> /design/flow/run.sh <==
#!/bin/bash
# OpenROAD 26Q1-2900-gdf79404cd8, Yosys 0.63+post, stock flow scripts
make -C /OpenROAD-flow-scripts/flow DESIGN_CONFIG=/design/flow/config.mk WORK_HOME=/design/flow/orfs finish
==> /design/flow/config.mk <==
export PLATFORM = sky130hd
export DESIGN_NAME = xbar
export DESIGN_NICKNAME = xbar
export VERILOG_FILES = /design/flow/design.v
export SDC_FILE = /design/flow/constraint.sdc
export NUM_CORES = 4
export LEC_CHECK = 1
export CORE_UTILIZATION = 50
==> /design/flow/constraint.sdc <==
current_design xbar

set clk_period 1.5
set clk_io_pct 0.2

create_clock -name clk0 -period $clk_period [get_ports {clk}]

set non_clock_inputs [all_inputs -no_clocks]
set_input_delay [expr $clk_period * $clk_io_pct] -clock clk0 $non_clock_inputs
set_output_delay [expr $clk_period * $clk_io_pct] -clock clk0 [all_outputs]
==> run_results.csv <==
group,metric,value,unit
pwr,p_total,4.41,mW
cts,cts_tree,"done",
final_timing,finalCritPeriodShare,0.984,
min_path,whs_path_depth,2,
placement,port_buffers,136,
cts,root_buffer,"clkbuf_8",
pwr,p_per_area,954,nW/um^2
worst_setup_path,path_buffers,1,
floorplanning,num_rows,27,
cts,clk_path_buf_depth,2,
status,outcome,"finished clean",
final_timing,final-hold-violation-count,0,
drt,drc,0,
final_layout,fillers,339,
synth,yosysUniqueCellTypes,6,
grt,grt_overflow,0,
grt,antenna_found_initial,0,
worst_setup_path,timing.critical_path.slowest_stage_cell,"clkdlybuf4s50_1",
worst_setup_path,startpoint,"o_dist_bus[21]$_DFF_P_",
worst_setup_path,cp_cell_sequence,"clkdlybuf4s50_1",
grt,grt_max_degree,17,
synth,yosys_area,2980,sq um
flow_run,max-cap-violations,0,
drt,first_iter_violations,58,
floorplanning,ios,138,
final_layout,drive_gt1_frac,0.215,
drt,wirelength,7930,um
worst_setup_path,worst_path_largest_cell_delay,0.50,ns
drt,antenna_left,0,
drt,num_antenna_cells,0,
drt,vias_per_cell,5.87,
worst_setup_path,worst-path-max-fanout,1,
worst_setup_path,cp_top_family,"buffers and inverters",
cts,cts_sinks,64,
worst_setup_path,cp_data_required_time,1.20,ns
final_timing,slew-limit-headroom,0.889,
synth,synthesis.area,2980,sq um
cts,clk_pin_slew,0.07,ns
floorplanning,die_h,79.2,um
synth,yosysWarningCount,2,
synth,top_cell_area_share,0.430,
final_layout,largest_register_ffs,64,
final_layout,area_growth,55.3,%
drt,num_vias,2113,
min_path,hold_class,"in2reg",
synth,ys_ff,64,
grt,grt_pass1_wl,12200,um
synth,top_cells_by_area,"dfxtp_1 (43%), mux4_2 (30%), mux4_1 (21%)",
synth,synthCells,144,
final_timing,finalHoldWorstSlack,0.718,ns
floorplanning,fp.dieW,79.2,um
placement,finalWeightedCongestion,0.802,
cts,numCtsBuffers,9,
worst_setup_path,worstSetupPathType,"reg2out",
final_timing,fmax,0.678,GHz
floorplanning,dieArea,6270,sq um
final_timing,worstMarginPinSlew,0.165,ns
min_path,min_from,"i_data_bus[59]",
synth,ys_seq_share,0.430,
drt,firstDrtPassIters,4,
grt,grt_pass1_vias,2196,
min_path,min_to,"o_dist_bus[59]$_DFF_P_",
worst_setup_path,cp-end-kind,"primary output",
floorplanning,core,5610,sq um
worst_setup_path,worstSetupStartpointType,"flop",
synth,ys_cells,144,
final_timing,period_needed,1.48,ns
synth,yosysTopAreaCell,"dfxtp_1",
pwr,power.leakage,1.75,nW
drt,wl_per_cell,22.0,um
final_timing,grt_setup_unrepaired,"no",
worst_setup_path,cp.arrival,1.18,ns
cts,cts_max_level,3,
floorplanning,initial_core_util,0.531,
pwr,irDropWorstVdd,0.634,mV
final_timing,slew_viol_final,0,
flow_run,warning_count,27,
final_timing,setup_viol,0,
grt,grt_usage,0.295,
synth,avgSynthCellArea,20.7,sq um
==> per-layer routing <==
metal	part of all wire	up-vias	global-route usage
li1	-	923	-
met2	0.49	127	0.465
met1	0.37	1053	0.425
met4	0.014	0	0.0309
met3	0.12	10	0.135
met5	0	-	0
==> cell type report <==
type,instances,area (sq um),area share
Timing Repair Buffer,144,1520,0.329
Tap cell,72,90.1,0.0195
Sequential cell,64,1280,0.277
Clock inverter,2,37.5,0.00812
Clock buffer,14,163,0.0352
Multi-Input combinational cell,64,1530,0.331
==> how the worst max path moves through the flow <==
stage | to | slack (ns) | cells past startpoint
5_1_grt | o_dist_bus[54] | 0.002 | 1
6_report | o_dist_bus[21] | 0.02 | 1
4_1_cts | o_dist_bus[21] | 0.006 | 1
==> power breakdown <==
group          total [mW]  internal, mW  switching, mW  leakage (nW)
Clock                1.47         0.861          0.605        0.0969
Combinational       0.999         0.745          0.254          1.12
Sequential           1.95          1.89         0.0634         0.540
==> logic make-up (layout without fill, tap and decap cells) <==
logic type             count (synthesis)  count (layout)  share of synthesized area
buffers and inverters                 16             160                     0.0555
flip-flops                            64              64                      0.430
multiplexers                          64              64                      0.514
==> placed cells by master (no fill, tap or decap) <==
master           synthesis  layout
buf_12                   4       8
bufinv_16                0       1
clkbuf_1                 0       3
clkbuf_8                 0      11
clkdlybuf4s50_1          0     135
clkinvlp_4               0       1
dfxtp_1                 64      63
dfxtp_2                  0       1
dlygate4sd2_1            0       1
mux4_1                  24      24
mux4_2                  40      40
==> stage by stage <==
| step | instance area [sq um] | worst slack, ns | utilization | TNS (ns) | instances |
|---|---|---|---|---|---|
| 3_3_place_gp | 4420 | -0.198 | 0.789 | -10.39 | 344 |
| 3_5_place_dp | 4420 | -0.223 | 0.789 | -11.02 | 344 |
| 6_report | 4620 | 0.0244 | 0.825 | 0 | 360 |
| 4_1_cts | 4620 | 0.00573 | 0.825 | 0 | 360 |
| 2_1_floorplan | 2980 | 0.336 | - | 0 | 144 |
| 5_1_grt | 4620 | 0.00218 | 0.825 | 0 | 360 |
==> what timing repair did <==
action	CTS	global route
hold buffers	0	0
endpoints found under the hold margin	0	0
gates resized	2	0
buffers inserted	0	0
endpoints found under the setup margin	2	0
==> cell usage after synthesis <==
cell     number
buf_12        4
dfxtp_1      64
mux4_2       40
mux4_1       24
buf_6         4
buf_2         8
Power and IR drop assume default switching activity.
