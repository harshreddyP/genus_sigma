### ./run.sh
#!/bin/bash
# OpenROAD 26Q1-2900-gdf79404cd8, Yosys 0.63+post, stock flow scripts
make -C /OpenROAD-flow-scripts/flow DESIGN_CONFIG=/design/flow/config.mk WORK_HOME=/design/flow/orfs finish
### ./config.mk
export PLATFORM = sky130hd
export DESIGN_NAME = pearray4X4
export DESIGN_NICKNAME = pearray4X4
export VERILOG_FILES = /design/flow/design.v
export SDC_FILE = /design/flow/constraint.sdc
export NUM_CORES = 4
export LEC_CHECK = 1
export CORE_UTILIZATION = 50
### ./constraint.sdc
current_design pearray4X4

set clk_period 1.0
set clk_io_pct 0.2

create_clock -name clk0 -period $clk_period [get_ports {clk}]

set non_clock_inputs [all_inputs -no_clocks]
set_input_delay [expr $clk_period * $clk_io_pct] -clock clk0 $non_clock_inputs
set_output_delay [expr $clk_period * $clk_io_pct] -clock clk0 [all_outputs]
### ./design.v
`timescale 1ns / 1ps
module pe #(
     parameter   DATA_WIDTH  = 32
     )
        (   input reset_accumulator,
            input clk,
            input [DATA_WIDTH-1:0] input_top,
            input [DATA_WIDTH-1:0] input_left,
            output [DATA_WIDTH-1:0] output_bottom,
            output [DATA_WIDTH-1:0] output_right
        );
    reg [DATA_WIDTH-1:0] output_bottom_reg=0;
    reg [DATA_WIDTH-1:0] output_right_reg=0;
    reg [DATA_WIDTH-1:0] accumulator=0;
    assign output_right=output_right_reg;
    assign output_bottom=output_bottom_reg;
    always @(posedge clk) begin
        if(reset_accumulator)
        begin
            output_bottom_reg <= 0;
            output_right_reg  <= 0;
        end
        else
        begin
            output_bottom_reg <= input_top;
            output_right_reg  <= input_left;
        end
    end
endmodule
`timescale 1ns / 1ps
module pearray4X4 #
        (
            parameter DATA_WIDTH=16,
            parameter NUM_PES=16
        )
        (input clk,
        input reset,
        input [DATA_WIDTH-1:0] in1,
        input [DATA_WIDTH-1:0] in2,
        input [DATA_WIDTH-1:0] in3,
        input [DATA_WIDTH-1:0] in4,
        input [DATA_WIDTH-1:0] in5,
        input [DATA_WIDTH-1:0] in6,
        input [DATA_WIDTH-1:0] in7,
        input [DATA_WIDTH-1:0] in8,
        output [DATA_WIDTH-1:0] out1,
        output [DATA_WIDTH-1:0] out2,
        output [DATA_WIDTH-1:0] out3,
        output [DATA_WIDTH-1:0] out4        
        );
    wire [DATA_WIDTH-1:0] penet[NUM_PES*2:0];
    assign out1 = penet[7];
    assign out2 = penet[15];
    assign out3 = penet[23];
    assign out4 = penet[31];
    integer k;
    pe #(.DATA_WIDTH(DATA_WIDTH))
     pe11
    (    .reset_accumulator(reset),
         .clk(clk),
         .input_top(in5),
         .input_left(in1),
         .output_bottom(penet[1]),
         .output_right(penet[0])
    );
    pe #(.DATA_WIDTH(DATA_WIDTH))
     pe21
    (    .reset_accumulator(reset),
         .clk(clk),
         .input_top(penet[1]),
         .input_left(in2),
         .output_bottom(penet[3]),
         .output_right(penet[2])
    );
    pe #(.DATA_WIDTH(DATA_WIDTH))
     pe31
    (    .reset_accumulator(reset),
         .clk(clk),
         .input_top(penet[3]),
         .input_left(in3),
         .output_bottom(penet[5]),
         .output_right(penet[4])
    );
    pe #(.DATA_WIDTH(DATA_WIDTH))
     pe41
    (    .reset_accumulator(reset),
         .clk(clk),
         .input_top(penet[5]),
         .input_left(in4),
         .output_bottom(penet[7]),
         .output_right(penet[6])
    );
    pe #(.DATA_WIDTH(DATA_WIDTH))
     pe12
    (    .reset_accumulator(reset),
         .clk(clk),
         .input_top(in6),
         .input_left(penet[0]),
         .output_bottom(penet[9]),
         .output_right(penet[8])
    );
    pe #(.DATA_WIDTH(DATA_WIDTH))
     pe22
    (    .reset_accumulator(reset),
         .clk(clk),
         .input_top(penet[9]),
         .input_left(penet[2]),
         .output_bottom(penet[11]),
         .output_right(penet[10])
    );
    pe #(.DATA_WIDTH(DATA_WIDTH))
     pe32
    (    .reset_accumulator(reset),
         .clk(clk),
         .input_top(penet[11]),
         .input_left(penet[4]),
         .output_bottom(penet[13]),
         .output_right(penet[12])
    );
    pe #(.DATA_WIDTH(DATA_WIDTH))
     pe42
    (    .reset_accumulator(reset),
         .clk(clk),
         .input_top(penet[13]),
         .input_left(penet[6]),
         .output_bottom(penet[15]),
         .output_right(penet[14])
    );
    pe #(.DATA_WIDTH(DATA_WIDTH))
     pe13
    (    .reset_accumulator(reset),
         .clk(clk),
         .input_top(in7),
         .input_left(penet[8]),
         .output_bottom(penet[17]),
         .output_right(penet[16])
    );
    pe #(.DATA_WIDTH(DATA_WIDTH))
     pe23
    (    .reset_accumulator(reset),
         .clk(clk),
         .input_top(penet[17]),
         .input_left(penet[10]),
         .output_bottom(penet[19]),
         .output_right(penet[18])
    );
    pe #(.DATA_WIDTH(DATA_WIDTH))
     pe33
    (    .reset_accumulator(reset),
         .clk(clk),
         .input_top(penet[19]),
         .input_left(penet[12]),
         .output_bottom(penet[21]),
         .output_right(penet[20])
    );
    pe #(.DATA_WIDTH(DATA_WIDTH))
     pe43
    (    .reset_accumulator(reset),
         .clk(clk),
         .input_top(penet[21]),
         .input_left(penet[14]),
         .output_bottom(penet[23]),
         .output_right(penet[22])
    );
    pe #(.DATA_WIDTH(DATA_WIDTH))
     pe14
    (    .reset_accumulator(reset),
         .clk(clk),
         .input_top(in8),
         .input_left(penet[16]),
         .output_bottom(penet[25]),
         .output_right(penet[24])
    );
    pe #(.DATA_WIDTH(DATA_WIDTH))
     pe24
    (    .reset_accumulator(reset),
         .clk(clk),
         .input_top(penet[25]),
         .input_left(penet[18]),
         .output_bottom(penet[27]),
         .output_right(penet[26])
    );
    pe #(.DATA_WIDTH(DATA_WIDTH))
     pe34
    (    .reset_accumulator(reset),
         .clk(clk),
         .input_top(penet[27]),
         .input_left(penet[20]),
         .output_bottom(penet[29]),
         .output_right(penet[28])
    );
    pe #(.DATA_WIDTH(DATA_WIDTH))
     pe44
    (    .reset_accumulator(reset),
         .clk(clk),
         .input_top(penet[29]),
         .input_left(penet[22]),
         .output_bottom(penet[31]),
         .output_right(penet[30])
    );
endmodule
==> summary.json <==
{
  "grt.busiest_layer": {"value": "met1"},
  "initialDrtViolationCount": {"value": 114},
  "rsz_0062_raised_after_global_routing": {"value": "yes"},
  "timing.fmax": {"value": 903, "unit": "MHz"},
  "synth.cellmix.compoundShare": {"value": 0, "unit": "%"},
  "min_period_over_period": {"value": 111, "unit": "%"},
  "synth-simple-area-share": {"value": 23.3, "unit": "%"},
  "global_route.overflow_total": {"value": 0},
  "number_of_clock_buffers_inserted_by_tritoncts": {"value": 24},
  "hp-class": {"value": "in2reg"},
  "grt_use_met2": {"value": 20.1, "unit": "%"},
  "floorplan.io_pins": {"value": 194},
  "die-width": {"value": 119, "unit": "um"},
  "timing.critical_path.buf_inv": {"value": 1},
  "ys_chip_area": {"value": 6860, "unit": "um2"},
  "seq_area_frac_synth": {"value": 74.7, "unit": "%"},
  "clock_tree.buffer_depth": {"value": 3},
  "average_cell_area_after_synthesis": {"value": 12.7, "unit": "um2"},
  "grt_pass1_wl": {"value": 14600, "unit": "um"},
  "cts-root-buf": {"value": "sky130_fd_sc_hd__clkbuf_16"},
  "fillers": {"value": 1004},
  "timing.slew.headroom": {"value": 86.0, "unit": "%"},
  "warning_total_across_the_stage_logs": {"value": 92},
  "final_period_minus_worst_setup_slack": {"value": 1.11, "unit": "ns"},
  "crit_path_start_kind": {"value": "register"},
  "globalRouteMet3Util": {"value": 3.23, "unit": "%"},
  "cts-hold-fix-buffers": {"value": 0},
  "arrival": {"value": 0.91, "unit": "ns"},
  "ys_types": {"value": 4},
  "syn2layout_area_growth": {"value": 28.9, "unit": "%"},
  "cpPeakStageDelay": {"value": 0.31, "unit": "ns"},
  "violations": {"value": "negative setup slack"},
  "largest_area_cell": {"value": "sky130_fd_sc_hd__dfxtp_1"},
  "clkLatencyLatePin": {"value": 0.49, "unit": "ns"},
  "synth.top_cell.area_share": {"value": 74.7, "unit": "%"},
  "grt_antenna_before_repair": {"value": 0},
  "detailed_place.area": {"value": 8380, "unit": "um2"},
  "chip_area": {"value": 14200, "unit": "um2"},
  "finalWeightedCongestion": {"value": 0.722},
  "path_clk_slew": {"value": 0.06, "unit": "ns"},
  "final-hold-violation-count": {"value": 0},
  "detailedRoute.firstPassIterationCount": {"value": 4},
  "dp_hpwl": {"value": 5100, "unit": "um"},
  "finClkSkew": {"value": 0.00465, "unit": "ns"},
  "route.detailed.wl_per_inst": {"value": 9.88, "unit": "um"},
  "global_route_total_usage_across_every_layer": {"value": 13.2, "unit": "%"},
  "cts_tree": {"value": "built"},
  "postLayoutSetupSlackWorst": {"value": -0.108, "unit": "ns"},
  "timing.final.setup_violations": {"value": 64},
  "fp-row-count": {"value": 42},
  "grt_start_max_net_pins": {"value": 45},
  "placed_cells": {"value": 825},
  "ant_nets": {"value": 0},
  "mappedNetlistArea": {"value": 6860, "unit": "um2"},
  "crit_fanout": {"value": 1},
  "mostFrequentLayoutCell": {"value": "sky130_fd_sc_hd__nor2b_1"},
  "gr-usage-met1": {"value": 20.3, "unit": "%"},
  "xor_share": {"value": 0, "unit": "%"},
  "critPathSlowestCell": {"value": "sky130_fd_sc_hd__dfxtp_2"},
  "crit_path_kind": {"value": "reg2out"},
  "power_density": {"value": 2250, "unit": "nW/um2"},
  "report.final.slew_viol_count": {"value": 0},
  "post-route-util": {"value": 66.5, "unit": "%"},
  "worstSetupEndpointType": {"value": "output port"},
  "yosys_register_bits": {"value": 256},
  "place.port_buffers": {"value": 129},
  "path_cells": {"value": "buf_2"},
  "ctsHtreeMaxLevel": {"value": 1},
  "drt_wl_total": {"value": 8560, "unit": "um"},
  "p_leak": {"value": 3.73, "unit": "nW"},
  "final_cell_area": {"value": 8840, "unit": "um2"},
  "fp.coreArea": {"value": 13300, "unit": "um2"},
  "dominant_logic_cell_types_in_the_final_layout": {"value": "sky130_fd_sc_hd__nor2b_1, sky130_fd_sc_hd__dfxtp_1, sky130_fd_sc_hd__clkdlybuf4s50_1, sky130_fd_sc_hd__buf_2, sky130_fd_sc_hd__clkbuf_16"},
  "antenna_cells": {"value": 0},
  "post_synth_main_logic_family": {"value": "simple AND/OR/NAND/NOR gates"},
  "drive_above_1_share": {"value": 17.2, "unit": "%"},
  "ys_sh_mux": {"value": 0, "unit": "%"},
  "die_span_y": {"value": 119, "unit": "um"},
  "crit_family": {"value": "flip-flops"},
  "timing_worst_slew_pin_value": {"value": 0.209, "unit": "ns"},
  "num_vias": {"value": 3468},
  "synth-warning-count": {"value": 2},
  "synthCells": {"value": 540},
  "outcome": {"value": "finished with violations"},
  "grt_pass1_vias": {"value": 3214},
  "vdd_ir_drop_max": {"value": 1250, "unit": "uV"},
  "init_core_util": {"value": 51.6, "unit": "%"},
  "clock-sinks": {"value": 256},
  "finish.cell_count_without_fillers": {"value": 866},
  "drc_errors": {"value": 0},
  "vias_per_cell": {"value": 4.00},
  "synth_area_in_adders": {"value": 0, "unit": "%"},
  "crit_required": {"value": 0.80, "unit": "ns"},
  "maxCapViolCount": {"value": 0},
  "top_cells_by_area": {"value": "sky130_fd_sc_hd__dfxtp_1, sky130_fd_sc_hd__nor2b_1, sky130_fd_sc_hd__buf_2"},
  "synth.yosys.num_cells": {"value": 540}
}
-- routing by layer --
layer | up-vias | routed length (um)
li1 | 1881 | -
met3 | 19 | 633
met2 | 94 | 3800
met4 | 0 | 191
met1 | 1474 | 3930
met5 | - | 0
-- what timing repair did --
action / CTS / global route
endpoints found under the setup margin: 64 / 64
buffers inserted: 0 / 0
gates resized: 204 / 2
pin swaps: 0 / 0
-- report_power, final --
| part | internal (W) | switching, W |
|---|---|---|
| Combinational | 0.000482 | 0.000248 |
| Sequential | 0.0105 | 0.0000586 |
| Clock | 0.00514 | 0.00340 |
-- final timing paths --
kind                                                           start                                    to  cells past startpoint  slack (ns)
worst max-delay path            pe42.output_bottom_reg[8]$_SDFF_PP0_                               out2[8]                      1       -0.11
worst min-delay path                                           reset  pe42.output_bottom_reg[8]$_SDFF_PP0_                      2        0.05
worst max register to register  pe22.output_bottom_reg[1]$_SDFF_PP0_  pe32.output_bottom_reg[1]$_SDFF_PP0_                      1        0.46
worst min register to register  pe23.output_bottom_reg[6]$_SDFF_PP0_  pe33.output_bottom_reg[6]$_SDFF_PP0_                      1        0.43
-- Yosys cell counts --
| library cell | count |
|---|---|
| sky130_fd_sc_hd__dfxtp_1 | 256 |
| sky130_fd_sc_hd__buf_2 | 26 |
| sky130_fd_sc_hd__clkbuf_1 | 2 |
| sky130_fd_sc_hd__nor2b_1 | 256 |
-- per-stage QoR --
stage	power, W	worst slack (ns)	TNS [ns]	hold slack [ns]
after floorplan	0.0112	0.201	0	0.328
after global placement	0.0116	0.00185	0	0.416
after detailed placement	0.0116	0.00833	0	0.420
after CTS	0.0201	-0.129	-6.82	0.0469
after global routing	0.0207	-0.151	-7.58	0.0622
final	0.0199	-0.108	-5.29	0.0545
-- kinds of logic after synthesis --
family | Yosys count
and+or+nand+nor | 256
DFF | 256
buffers and inverters | 28
-- final cells by class --
type / count / area (um2) / area share [%]
clock buffers: 37 / 751 / 8.49
flip-flops and latches: 256 / 5140 / 58.1
repair buffers: 137 / 1110 / 12.5
clock inverters: 4 / 26.3 / 0.297
well taps: 176 / 220 / 2.49
multi-input cells: 256 / 1600 / 18.1
Power figures rest on the tool's default switching activity, not on a simulated workload.
